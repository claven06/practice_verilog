File: flow/config.mk
export PLATFORM = sky130hd
export DESIGN_NAME = odd_clk_div_7
export DESIGN_NICKNAME = odd_clk_div_7
export VERILOG_FILES = /design/flow/design.v
export SDC_FILE = /design/flow/constraint.sdc
export NUM_CORES = 4
export LEC_CHECK = 1
export CORE_AREA = 10 10 70 70
export DIE_AREA = 0 0 80 80
File: flow/constraint.sdc
current_design odd_clk_div_7

set clk_period 1.8
set clk_io_pct 0.2

create_clock -name clk0 -period $clk_period [get_ports {clk}]

set non_clock_inputs [all_inputs -no_clocks]
set_input_delay [expr $clk_period * $clk_io_pct] -clock clk0 $non_clock_inputs
set_output_delay [expr $clk_period * $clk_io_pct] -clock clk0 [all_outputs]
File: flow/design.v
module odd_clk_div_7 (
	input clk,
    input rst_n,
  	output out_clk
);
  reg [2:0] ctr;
  always @(posedge clk or negedge rst_n) begin
    if(!rst_n)
      ctr <= 0;
	  else if (ctr == 6) 
      ctr <= 0;
    else
      ctr <= ctr + 1;
  end
  wire ff1_en, ff2_en;
  reg ff1, ff2;
  assign ff1_en = (ctr == 0) ? 1 : 0;
  assign ff2_en = (ctr == 4) ? 1 : 0; 
  always @(posedge clk or negedge rst_n) begin
    if (!rst_n) begin
      ff1 <= 0;
    end
    else begin
      if (ff1_en)
        ff1 <= ~ff1;
    end
  end
  always @(negedge clk or negedge rst_n) begin
    if (!rst_n) begin
      ff2 <= 0;
    end
    else begin
      if (ff2_en)
        ff2 <= ~ff2;
    end
  end
  assign out_clk = ff1 ^ ff2;
endmodule
File: flow/run.sh
#!/bin/bash
# OpenROAD 26Q1-2900-gdf79404cd8, Yosys 0.63+post, stock flow scripts
make -C /OpenROAD-flow-scripts/flow DESIGN_CONFIG=/design/flow/config.mk WORK_HOME=/design/flow/orfs finish
==> changes_impl.md <==
### Implementation results

* Largest net degree at the start of global routing at 6
* Worst Path Arrival at 1800 ps
* CTS Sinks at 5
* DR WL met2 at 147 um
* IO buf count at 2
* Total global-route track usage at 0.0146
* Buf+Inv Stages, Crit Path at 1
* Clock transition at path regs at roughly 40 ps
* Vias in the first global route at 179
* WL final at 381 um
* Chip height at 80 um
* Critical Path, Cell by Cell: xor2_1 > buf_2
* M1 WL at ~170 um
* Worst slew margin at 0.900
* Unrepaired setup endpoints after global routing: yes
* Mapped Cells at 16
* Routed WL per cell at 5.22 um
* RD Place Congestion at ~0.72
* Total power at 0.000244 W
* Place WS at -493 ps
* MaxCap Viol Count at 0
* Sequential fraction of the synthesis area at 0.592
* Remaining Overflow, GRT at 0
* Chip Area, Yosys at between 200 and 250 um^2
* Worst-path fanout max at 2
* Vias/cell at 2.10
* PwrDens at ~700 mW/mm^2
* Worst r2r src: ctr[0]
* Crit Path Class: flip-flop to output port
* Cell area leaders: dfrtp_1 47%, xor2_1 12%, dfrtn_1 12%, nor3b_2 5.9%, mux2i_1 4.7%
* Yosys Instances at 16
* Leading area contributor after synthesis: dfrtp_1
* Fillers at slightly below 400
* CP endpoint kind: output port
* Crit path max-delay cell type: dfrtn_1
* Netlist cell types at 11
* Ys Warns at 1
* FP Rows at 21
* DRT antenna net count at 0
* CP max stage delay at roughly 420 ps
* Min setup slack post-route at -362 ps
* Synthesized area per cell at roughly 13 um^2
* DP Area at 327 um^2
* Routed wire length on met3 at 67 um
* Full die area at approximately 0.0064 mm^2
* Clock Skew at 15.3 ps
* Fin area at 348 um^2
* Post-synth regs at 5
* DIE WIDTH at 80 um
* Post-CTS setup repair buffer count at 0
* TritonCTS Buffers at 3
* Min-Delay Path Class: primary input to asynchronous set/reset pin
* Max rail drop VDD at 0.128 mV
* Uppermost layer routed: met3
* Global-route wire length before repair at 731 um
* Post-Syn Area at 211 um^2
* DRC violations left at 0
* Setup crit start: ff2
* P&R area growth vs syn at 64.5%
* Required @ worst endpoint at 1440 ps
* Initial DRT Pass Iterations at 2
* Antenna violations before repair at 0
* Static Leak at 0.126 nW
* Final setup viols at 1
* Final-report hold violation count at 0
* Fp util at 0.0619
* CP top delay family: flip-flops
* Ys flop type: dfrtp_1
* Violated checks: negative setup slack
* Commonest cells post-synth: 4 x dfrtp_1, 3 x xor2_1
* Status: finished, violations left
* Vias at about 150
* DP Cell Count at 69
* Most instantiated library cell after synthesis: dfrtp_1
* Top-area cell share at 0.473
* Post-Layout Cell Count at 73
* H-Tree Level Count at 1
* CTS tree: built
* Max-slew violation count at 0
* # diodes at 0
* IO Pins at 3
* Worst-margin pin slew at 150 ps
* Maximum clock path buffer count at 2
* Setup TNS at -362 ps
* Initial DRC Count at 10
* Core Region at between 0.003 and 0.004 mm^2
* Clock latency (worst-skew pair) at 250 ps
* Clk Tree Root Cell: clkbuf_4
* EDFF count, synth at 0
* Setup crit start kind: flip-flop
* Log Warnings at 27
* Layout cell share with drive strength beyond 1 at 0.407
* Hold buffers post-CTS at 0
* Async set or reset register ratio after synthesis at 1.00
## stage by stage
step                hold slack [ps]  utilization
global placement                475       0.0956
detailed placement              484       0.0956
global route                    434        0.102
finish                          422        0.102
CTS                             427        0.102
floorplan                      64.4            -
## power by group
group          internal (W)  switching, W
Combinational    0.00000331    0.00000241
Sequential         0.000113             0
Clock             0.0000835     0.0000416
## cell families after synthesis
kind of cell	synth area share
buffers and inverters	0.0177
DFF	0.592
xor gates and xnor gates	0.124
muxes	0.0473
and+or+nand+nor	0.172
AOI/OAI and AO/OA	0.0473
## cell usage in the layout (no fill, tap or decap)
cell type and instances:
nand2b_1 1, nor3_2 1, buf_4 5, or2b_1 1
mux2i_1 1, clkbuf_1 1, a21oi_1 1, clkbuf_4 3
clkdlybuf4s50_1 1, dfrtp_1 4, xor2_1 3, nor3b_2 1
inv_1 1, o21ai_1 1, buf_2 1, dfrtn_1 1
## final cells by class
class,instances,area [um^2],share of cell area
Tap cell,46,57.6,0.165
Inverter,1,3.75,0.0108
Clock buffer,4,26.3,0.0755
Multi-Input combinational cell,10,82.6,0.237
Sequential cell,5,125,0.360
Timing Repair Buffer,7,52.6,0.151
## registers in the layout, indices dropped and copies added, names as in the netlist
name and flops:
ff2 1, ff1 1, ctr 3
## final timing paths
path / endpoint / slack, ps / cells past startpoint
setup / recovery: out_clk / -360 / 2
hold / removal: ff1 / 420 / 2
hold reg to reg: ff1 / 490 / 1
min in group clk0: ff1 / 490 / 1
setup reg to reg: ff2 / 100 / 2
max in group asynchronous: ff2 / 610 / 1
## metal layers
| metal | vias up | track usage |
|---|---|---|
| li1 | 74 | - |
| met1 | 72 | 0.0148 |
| met2 | 7 | 0.0193 |
| met3 | 0 | 0.0182 |
| met4 | 0 | 0.00176 |
| met5 | - | 0 |
## repair_timing
item                                    in CTS  in global routing
endpoints found under the setup margin       1                  1
pin swaps                                    1                  0
resized                                      3                  0
Power and IR drop assume default switching activity.
