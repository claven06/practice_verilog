<file path="flow/config.mk">
export PLATFORM = sky130hd
export DESIGN_NAME = even_clk_div_6
export DESIGN_NICKNAME = even_clk_div_6
export VERILOG_FILES = /design/flow/design.v
export SDC_FILE = /design/flow/constraint.sdc
export NUM_CORES = 4
export LEC_CHECK = 1
export CORE_AREA = 10 10 70 70
export DIE_AREA = 0 0 80 80
</file>
<file path="flow/constraint.sdc">
current_design even_clk_div_6

set clk_period 1.7
set clk_io_pct 0.2

create_clock -name clk0 -period $clk_period [get_ports {clk}]

set non_clock_inputs [all_inputs -no_clocks]
set_input_delay [expr $clk_period * $clk_io_pct] -clock clk0 $non_clock_inputs
set_output_delay [expr $clk_period * $clk_io_pct] -clock clk0 [all_outputs]
</file>
<file path="flow/design.v">
module even_clk_div_6 (
  input clk,
  input rst_n,
  output out_clk
);
  reg [2:0] ctr;
  always @(posedge clk or negedge rst_n) begin
    if(!rst_n)
      ctr <= 0;
    else if(ctr == 5)
      ctr <= 0;
    else 
      ctr <= ctr + 1;
  end
  assign out_clk = (rst_n & (ctr >= 3)) ? 0 : 1;
endmodule
</file>
<file path="flow/run.sh">
#!/bin/bash
# OpenROAD 26Q1-2900-gdf79404cd8, Yosys 0.63+post, stock flow scripts
make -C /OpenROAD-flow-scripts/flow DESIGN_CONFIG=/design/flow/config.mk WORK_HOME=/design/flow/orfs finish
</file>
==> job_summary.md <==
### Yosys + OpenROAD results

| Metric | Value |
|---|---|
| Number of placed I/O pins | `3` |
| FF-to-FF Start | `ctr[0]$_DFF_PN0_` |
| Routed Wire Length | `330 um` |
| Synthesized instance count | `12` |
| Ratio of final minimum period to clock period | `0.9374` |
| Initial detailed-routing violation count | `0` |
| Height of the die | `80 um` |
| Worst setup endpoint | `out_clk` |
| Post-route standard cell area excluding fillers | `274.0 um^2` |
| Final-report hold violation count | `0` |
| Total global-route track usage | `0.01413` |
| Clk sinks | `3` |
| Detail Route met2 WL | `109 um` |
| First-pass DRT Iterations | `1` |
| Slowest CP cell | `dfrtp_1` |
| Avg Cell Area, Syn | `11.16 um^2` |
| Crit path depth | `4` |
| Maximum number of pins on one net before global-route repair | `5` |
| Top register by number of flip-flops | `ctr` |
| Hold slack | `0.4075 ns` |
| Final setup vio count | `0` |
| Met3 Routed Length | `93 um` |
| Largest registers in the final layout | `ctr: 3 flops` |
| Post-layout util | `0.08022` |
| Vias in the first global route | `152` |
| Worst ir drop on vdd | `0.1174 mV` |
| Area contributors post-synth | `dfrtp_1 56%, ha_1 9.3%, inv_1 8.4%, or3b_1 6.5%, and2_2 5.6%` |
| Final clock skew | `0.0005099 ns` |
| Ratio of total power to cell area | `740.9 nW/um^2` |
| Most numerous logic cells after layout | `5 x buf_4, 3 x inv_1, 3 x clkbuf_4, 3 x dfrtp_1` |
| Master cell of the clock root buffer | `clkbuf_4` |
| Total power after layout | `0.0002030 W` |
| LEAKAGE | `0.1107 nW` |
| Endpoint class of the critical path | `primary output` |
| Post-synthesis register bit count | `3` |
| Multi-input gate area in the final layout | `51.30 um^2` |
| Max reg flops | `3` |
| Total CTS buffers | `3` |
| Detailed-route wire length per cell | `4.783 um` |
| Run status | `completed` |
| I/O Buffers | `2` |
| Placeable core region | `3416 um^2` |
| Tally of max-capacitance violations | `0` |
| Die extent in x | `80 um` |
| Total cell area at the placement stage | `241.5 um^2` |
| Die area | `6400 um^2` |
| Reg2reg path depth | `4` |
| Critical path's top delay family | `flip-flops` |
| Warning total across the stage logs | `25` |
| Antenna Nets Post-Route | `0` |
| Cell-by-cell trace of the critical path | `and2_4 -> ha_2 -> o31ai_1 -> buf_2` |
| Startpoint-to-endpoint class of the critical path | `reg -> out` |
| Cells in synth_stat.txt | `12` |
| Detailed Place HPWL | `234.8 um` |
| Clk latency late pin | `0.23 ns` |
| Top cell excl fill/tap | `buf_4` |
| Reg-to-reg slack, setup | `0.67 ns` |
| Buf+Inv Stages, Crit Path | `1` |
| Cell type contributing the most total cell area after synthesis | `dfrtp_1` |
| Worst setup timing slack at the placement stage | `-0.09628 ns` |
| Wl on met1 | `127 um` |
| Count of distinct cell types in the synthesized netlist | `8` |
| Initial core utilization | `0.03919` |
| Layout cells sized above 1 | `0.4783` |
| Per-cell via count in the routed design | `1.739` |
| Number of hold buffers added after cts | `0` |
| N_diodes | `0` |
| DR top layer | `met3` |
| Post-detailed-route DRC marker count | `0` |
| Data arrival, critical path | `1.25 ns` |
| Worst reg2reg endpoint | `ctr[1]$_DFF_PN0_` |
| Final max-slew violation count | `0` |
| Number of buffers on the longest clock path | `2` |
| Yosys warning tally | `1` |
| Relative slew margins | `0.8804` |
| Register clock-pin slew on the reported worst setup and hold paths | `0.04 ns` |
| Critical-path maximum fanout | `2` |
| Maximum level of the CTS H-tree | `1` |
| Clock tree from TritonCTS | `built` |
| Area figure in the yosys stat output | `133.9 um^2` |
| Dominant cell area share | `0.5607` |
| Initial antenna violation count | `0` |
| Required time at the worst-slack endpoint | `1.36 ns` |
| Worst setup path startpoint | `ctr[1]$_DFF_PN0_` |
| Proportion of synthesized chip area in sequential cells | `0.5607` |
| Area taken by flip-flops and latches | `75.07 um^2` |
| Global-route wire length before repair | `634 um` |
| Total vias in the final route | `120` |
| Slew at the pin closest to its max-slew limit | `0.1778 ns` |
| Minimum clock period after layout | `1.594 ns` |
| Filler instances | `400` |
| Crit path largest cell delay | `0.36 ns` |
| Hold crit path type | `in -> async` |
| Worst setup slack after layout | `0.1064 ns` |
| Total standard cell area after synthesis | `133.9 um^2` |
| Post-synthesis to final-layout area growth | `104.7%` |
| Startpoint types | `flip-flop` |
| Std-Cell Rows | `21` |
| Total grt overflow | `0` |
| Fmax | `627.5 MHz` |
| Routability cong. | `0.6515` |
-- per-layer routing --
metal  track usage  vias up
li1              -       64
met1       0.01064       50
met2       0.01605        6
met3       0.02614        0
met4      0.003521        0
met5             0        -
-- through the flow --
step	setup TNS [ns]	cells
3_5_place_dp	-0.09628	64
5_1_grt	-0.0009451	69
2_1_floorplan	0	12
6_report	0	69
4_1_cts	0	68
3_3_place_gp	-0.07282	64
-- area by class of cell --
| cell class | instances | share of cell area |
|---|---|---|
| sequential | 3 | 0.2740 |
| tap | 46 | 0.2100 |
| timing repair buffer | 7 | 0.1918 |
| multi-input combinational | 6 | 0.1872 |
| clock buffer | 4 | 0.09589 |
| inverter | 3 | 0.04110 |
-- synthesized netlist by cell type --
cell / count
dfrtp_1: 3
inv_1: 3
a31oi_1: 1
and2_2: 1
ha_1: 1
o21ai_0: 1
o31ai_1: 1
or3b_1: 1
-- power breakdown --
part | total (W) | internal, W | switching (W) | leakage, nW
Sequential | 0.0000718 | 0.0000718 | 0 | 0.0426
Clock | 0.000126 | 0.0000880 | 0.0000376 | 0.0150
Combinational | 0.00000557 | 0.00000357 | 0.00000200 | 0.0531
Total | 0.000203 | 0.000163 | 0.0000396 | 0.111
-- kinds of logic (layout without fill, tap and decap cells) --
family | after synthesis | count (layout) | share of synthesized area
fa+ha+maj | 1 | 1 | 0.09344
flops | 3 | 3 | 0.5607
compound gates | 3 | 3 | 0.1402
buf+inv | 3 | 14 | 0.08411
simple gates | 2 | 2 | 0.1215
-- worst min-delay path by stage --
stage	cells past startpoint	startpoint	to	slack (ns)
final	2	rst_n	ctr[2]$_DFF_PN0_	0.41
after global routing	2	rst_n	ctr[0]$_DFF_PN0_	0.43
after CTS	2	rst_n	ctr[2]$_DFF_PN0_	0.40
-- repair_timing --
action,in CTS,in global routing
resized,3,2
buffers inserted,0,1
pin swaps,1,2
hold endpoints to repair,0,0
endpoints found under the setup margin,1,1
Power figures rest on the tool's default switching activity, not on a simulated workload.
