**run.sh**
```bash
#!/bin/bash
# OpenROAD 26Q1-2900-gdf79404cd8, Yosys 0.63+post, stock flow scripts
make -C /OpenROAD-flow-scripts/flow DESIGN_CONFIG=/design/flow/config.mk WORK_HOME=/design/flow/orfs finish
```
**config.mk**
```make
export PLATFORM = sky130hd
export DESIGN_NAME = sequence_detector
export DESIGN_NICKNAME = sequence_detector
export VERILOG_FILES = /design/flow/design.v
export SDC_FILE = /design/flow/constraint.sdc
export NUM_CORES = 4
export LEC_CHECK = 1
export CORE_AREA = 10 10 70 70
export DIE_AREA = 0 0 80 80
```
**constraint.sdc**
```tcl
current_design sequence_detector

set clk_period 1.5
set clk_io_pct 0.2

create_clock -name clk0 -period $clk_period [get_ports {clk}]

set non_clock_inputs [all_inputs -no_clocks]
set_input_delay [expr $clk_period * $clk_io_pct] -clock clk0 $non_clock_inputs
set_output_delay [expr $clk_period * $clk_io_pct] -clock clk0 [all_outputs]
```
**design.v**
```verilog
module sequence_detector (
    input clk,
    input rst_n,
    input data_in,
    output data_out
);
  reg [2:0] current_state;
  reg [2:0] next_state;
parameter [2:0]
    S0 = 3'b000,
    S1 = 3'b001,
    S2 = 3'b010,
    S3 = 3'b011,
    S4 = 3'b100,
    S5 = 3'b101,
    S6 = 3'b110;
always @(posedge clk or negedge rst_n) begin
    if(!rst_n) 
        current_state <= S0;
    else
        current_state <= next_state;
end
  always @(*) begin
    case(current_state)
        S0: begin
            if(data_in) begin
                next_state <= S1;
            end else begin
                next_state <= S0;
            end
        end
        S1: begin
            if(data_in) begin
                next_state <= S2;
            end else begin
                next_state <= S0;
            end
        end
        S2: begin
            if(!data_in) begin
                next_state <= S3;
            end else begin
                next_state <= S2;
            end
        end
        S3: begin
            if(data_in) begin
                next_state <= S4;
            end else begin
                next_state <= S0;
            end
        end
        S4: begin
            if(!data_in) begin
                next_state <= S5;
            end else begin
                next_state <= S1;
            end
        end
        S5: begin
            if(data_in) begin
                next_state <= S6;
            end else begin
                next_state <= S0;
            end
        end
        S6: begin
            if(data_in) begin
                next_state <= S1;
            end else begin
                next_state <= S0;
            end
        end
        default: next_state <= S0;
    endcase
end
assign data_out = (current_state == S6) ? 1'b1 : 1'b0;
endmodule
```
==> ci_impl_report.md <==
## Synthesis and layout report

| Metric | Value |
|---|---|
| Grt total ovfl | `0` |
| Die Wd | `80 um` |
| R2r worst-path depth | `1` |
| GRT Overall Usage | `1.65%` |
| Top cells by count | `6 x dfrtp_1, 2 x and2_1, 2 x nor2b_1` |
| Worst hold slack | `just under 0.3 ns` |
| Port Buffers | `3` |
| Latency at later pin | `0.26 ns` |
| Max-slew violations | `0` |
| FP Util | `6.78%` |
| Syn_area_per_cell | `between 10 and 15 um^2` |
| Max Clock Skew | `slightly above 0.007 ns` |
| CTS tree | `yes` |
| Setup_tns | `0 ns` |
| Hold Path Class | `in -> async` |
| N_diodes | `0` |
| Crit path max fanout | `3` |
| Number of CTS-inserted buffers | `3` |
| DR DRC count | `0` |
| Starting DRT DRC Count | `4` |
| Setup WS pre-CTS | `0.356 ns` |
| Postcts setup bufs | `0` |
| Synthesized area | `231 um^2` |
| CP max stage delay | `0.47 ns` |
| CORE AREA | `3420 um^2` |
| Largest net degree at the start of global routing | `8` |
| Resized Gates After CTS | `0` |
| F_max | `724 MHz` |
| Worst ir drop on vdd | `266 uV` |
| Post-layout util | `between 10 and 15%` |
| Via Count | `143` |
| Die height | `80 um` |
| Critical path depth | `1` |
| Vias in the first global route | `164` |
| Setup crit start kind | `register` |
| Async set-reset flop share out of synthesis | `100%` |
| Static Leak | `0.138 nW` |
| Remaining antenna violation count | `0` |
| Share of cells above drive strength 1 | `17.4%` |
| Unrepaired setup endpoints after global routing | `no` |
| Delay-heaviest family, CP | `buffers and inverters` |
| CP Capture Type | `output port` |
| Slowest-stage cell, CP | `clkdlybuf4s50_1` |
| Post-synth regs | `7` |
| Reg clk slew, reported paths | `0.05 ns` |
| Largest registers | `current_state x7` |
| # Cells Yosys | `16` |
| Max_cap viols | `0` |
| Met2 WL | `between 100 and 150 um` |
| DRT Pass-1 Iters | `2` |
| P&R area growth vs syn | `49.2%` |
| Initial antenna violation count | `0` |
| CTS sink cnt | `7` |
| Reg with most FFs | `current_state` |
| Cell Type Count | `9` |
| Row count | `21` |
| CP Data Required Time | `1.20 ns` |
| WL per Instance | `5.86 um` |
| Global-route wire length before repair | `roughly 750 um` |
| Yosys top cell by area | `dfrtp_1` |
| Final wirelength | `404 um` |
| Dominant cell area share | `between 60% and 70%` |
| Clock root buffer master | `clkbuf_4` |
| I/O pin count | `4` |
| H-tree levels | `1` |
| Count leader, synth | `dfrtp_1` |
| Final Hold Fails | `0` |
| Post-synth top flop | `dfrtp_1` |
| Pwr Density | `around 1200 nW/um^2` |
| Final worst slack | `between 0.1 and 0.15 ns` |
| DRT met1 WL | `185 um` |
| Outcome | `complete, no violations` |
| Finish-stage setup viols | `0` |
| Min Tclk post-route | `approximately 1.4 ns` |
| Die ar. | `roughly 6400 um^2` |
| Measured slew at the worst slew-check pin | `0.295 ns` |
| OpenROAD warnings | `25` |
| Syn Inst Count | `16` |
| Final worst-path cycle share | `92.0%` |
| Top cells, area | `dfrtp_1 65%, dfstp_2 11%, and2_1 5.4%` |
| Post-synth EDFFs | `0` |
| Gpl congestion | `0.720` |
| CP Buf/Inv Count | `1` |
| Worst Path Arrival | `1.08 ns` |
| Post-synthesis sequential area ratio | `76.2%` |
| Clk buf depth | `2` |
| Yosys chip area | `231 um^2` |
| Rel. slew slack | `about four fifths` |
| Worst Path Class, Setup | `reg -> out` |
| Routed vias/inst | `between 2 and 2.5` |
| Synth warn | `1` |
| Hold Buf Count CTS | `0` |
| DR top layer | `met3` |
| Length of routed met3 wiring | `98 um` |
| Max FFs per register | `7` |
| Critical Path, Cell by Cell | `clkdlybuf4s50_1` |
-- report_power, final --
group	switching, W	internal, W	leakage [nW]
Combinational	0.00000994	0.0000123	0.0296
Sequential	0.00000532	0.000201	0.0937
Clock	0.0000690	0.000102	0.0150
-- worst paths after layout --
kind	from	endpoint	slack, ns
setup / recovery	current_state[3]$_DFF_PN0_	data_out	0.12
hold / removal	rst_n	current_state[3]$_DFF_PN0_	0.29
setup reg to reg	current_state[1]$_DFF_PN0_	current_state[4]$_DFF_PN0_	0.74
hold reg to reg	current_state[5]$_DFF_PN0_	current_state[3]$_DFF_PN0_	0.48
max in group asynchronous	rst_n	current_state[0]$_DFF_PN1_	0.93
min in group clk0	current_state[5]$_DFF_PN0_	current_state[3]$_DFF_PN0_	0.48
-- cell usage in the layout, fill, tap and decap left out --
master / netlist / final
a21oi_1: 1 / 1
clkbuf_1: 0 / 1
nor2_1: 1 / 1
o21a_1: 1 / 1
o31a_1: 1 / 1
clkbuf_4: 0 / 3
nor2b_1: 2 / 2
nor3_1: 1 / 1
and2_1: 2 / 2
dfrtp_1: 6 / 6
clkdlybuf4s50_1: 0 / 3
dfstp_2: 1 / 1
-- metal layers --
layer	up-vias	global-route usage, %
met2	10	1.69
met3	0	2.73
met5	-	0
li1	67	-
met4	0	0.176
met1	66	1.68
-- layout make-up --
class | instances | area (um^2)
timing repair buffer | 3 | 30.0
multi-input combinational | 9 | 55.1
tap | 46 | 57.6
fill | 394 | 3070
sequential | 7 | 176
clock buffer | 4 | 26.3
-- kinds of logic after synthesis --
kind of cell / Yosys count / share of synthesized area (%)
and+or+nand+nor: 6 / 14.6
DFF: 7 / 76.2
AOI/OAI and AO/OA: 3 / 9.19
-- through the flow --
step	cells	instance area, um^2	power (W)
floorplan	16	231	0.000218
global placement	65	319	0.000230
detailed placement	65	319	0.000232
CTS	69	345	0.000406
global route	69	345	0.000429
finish	69	345	0.000400
Power is estimated from default activity; no workload was simulated.
